==> ./design.v <==
`timescale 1ns / 1ps
module seg_display(
    input [3:0] DispVal,
    input [2:0] press_count,
    output reg [3:0] anode,
    output reg [6:0] segOut
    );
    always @(DispVal)
    begin
        case(press_count)
        3'd1: anode = 4'b0111; 
        3'd2: anode = 4'b0011; 
        3'd3: anode = 4'b0001; 
        3'd4: anode = 4'b0000;
        default: anode = 4'b0000;
        endcase
    end
    always @(DispVal)
    begin 
    case(DispVal)
        4'b0000 : segOut = 7'b1000000;  
        4'b0001 : segOut = 7'b1111001;  
        4'b0010 : segOut = 7'b0100100;  
        4'b0011 : segOut = 7'b0110000;  
        4'b0100 : segOut = 7'b0011001;  
        4'b0101 : segOut = 7'b0010010;  
        4'b0110 : segOut = 7'b0000010;  
        4'b0111 : segOut = 7'b1111000;  
        4'b1000 : segOut = 7'b0000000;  
        4'b1001 : segOut = 7'b0010000;  
        4'b1010 : segOut = 7'b0001001;  
        default : segOut = 7'b1111111; 
    endcase
    end
endmodule
==> ./run.sh <==
#!/bin/bash
# OpenROAD 26Q1-2900-gdf79404cd8, Yosys 0.63+post, stock flow scripts
make -C /OpenROAD-flow-scripts/flow DESIGN_CONFIG=/design/flow/config.mk WORK_HOME=/design/flow/orfs finish
==> ./config.mk <==
export PLATFORM = sky130hd
export DESIGN_NAME = seg_display
export DESIGN_NICKNAME = seg_display
export VERILOG_FILES = /design/flow/design.v
export SDC_FILE = /design/flow/constraint.sdc
export NUM_CORES = 4
export LEC_CHECK = 1
export CORE_AREA = 10 10 70 70
export DIE_AREA = 0 0 80 80
==> ./constraint.sdc <==
current_design seg_display

set clk_period 1.1
set clk_io_pct 0.2

create_clock -name clk0 -period $clk_period

set non_clock_inputs [all_inputs -no_clocks]
set_input_delay [expr $clk_period * $clk_io_pct] -clock clk0 $non_clock_inputs
set_output_delay [expr $clk_period * $clk_io_pct] -clock clk0 [all_outputs]
==> metrics.yaml <==
grt:
  grt_pass1_wl_um: 1540
  grtUsageMet3_pct: 1.25
  antenna_found_initial: 0
  grt.busiest_layer: "met2"
  grt_max_degree: 9
  grt-ovfl-total: 0
  grt_pass1_vias: 338
  grt_util_met2_pct: 4.74
  grt_usage_pct: 2.86
  met1_usage_pct: 3.56
final_timing:
  fin_crit_sh_pct: 118
  setup_viol: 7
  rsz0062_at_grt: "true"
  max_freq_ghz: 0.772
  worst_slack_ps: -195
  period_needed_ps: 1300
  maxSlewViolCount: 0
  hold_viol_final: 0
layout:
  flops: 0
  final_area_um2: 637
  num-fill-cells: 385
  syn_to_final_growth_pct: 162
  fin_cells: 111
  drive_gt1_share_pct: 67.7
  flop_area_um2: 0
  nClkBuffers: 0
routing:
  ant_nets: 0
  drc: 0
  vias: 338
  wirelength_um: 1050
  wl_per_cell_um: 9.43
  dr.first_iter.drc_count: 3
  antenna_cells: 0
  firstDrtPassIters: 2
  via_per_inst: 3.05
critical_path:
  start_kind: "input pin"
  critPathKind: "input pin to primary output"
  path_max_fanout: 3
  crit_arrival_ps: 1080
  crit_path_end_kind: "primary output"
  cp.required_ps: 880
yosys:
  syn_area_um2: 243
  netlist_instances: 39
  yosys_area_um2: 243
  yosys_cells: 39
  syn_avg_cell_area_um2: 6.22
  yosysWarnings: 1
  netlist-cell-type-count: 15
  ys_seq_share_pct: 0
power_and_ir_drop:
  power_density_nw_per_um2: 344
  ir_drop_uv: 125
  p_leak_nw: 0.269
placed_design:
  postPlaceCellArea_um2: 499
  portBuffers: 17
  placed_cells: 106
  dp_hpwl_um: 777
  gp_congestion: 0.739
die:
  die_w_um: 80
  rows: 21
  core-area_um2: 3420
  die_y_um: 80
  fp_util_pct: 7.11
  fp.dieArea_um2: 6400
  io_pins: 18
hold_path:
  min_from: "press_count[1]"
  min_path_cells: 3
  holdPathEnd: "anode[2]"
  hold_path.class: "input pin to primary output"
outcome:
  status: "finished with violations"
  failed_checks: "setup timing"
job:
  tool_warnings: 38
  max_cap_violations: 0
==> worst max-delay path by stage <==
stage                      start         to  slack, ps  cells past startpoint
final                 DispVal[1]  segOut[0]       -200                      8
after global routing  DispVal[1]  segOut[0]       -240                      8
after CTS             DispVal[0]  segOut[0]       -190                      7
==> per-layer routing <==
layer  wire (µm)  vias to the layer above
li1            -                      177
met1         499                      150
met2         461                       11
met3          87                        0
met4           0                        0
met5           0                        -
==> kinds of logic (layout without fill, tap and decap cells) <==
logic type | count (synthesis) | in the layout | share of synthesized area, %
fa+ha+maj | 5 | 5 | 25.8
xor+xnor | 1 | 1 | 3.61
other cells | 1 | 1 | 1.54
simple gates | 15 | 15 | 28.9
compound gates | 9 | 9 | 22.7
buf+inv | 8 | 34 | 17.5
==> metrics by stage <==
| step | setup WS (ps) | power, mW | util (%) | hold WS (ps) | setup TNS [ps] |
|---|---|---|---|---|---|
| after floorplan | 57.0 | 0.0584 | - | 453 | 0 |
| after global placement | -1030 | 0.174 | 14.6 | 1410 | -8300 |
| after detailed placement | -1030 | 0.174 | 14.6 | 1410 | -8230 |
| after CTS | -194 | 0.179 | 16.3 | 789 | -746 |
| after global routing | -238 | 0.242 | 18.6 | 803 | -888 |
| final | -195 | 0.219 | 18.6 | 784 | -607 |
==> power breakdown <==
| part | internal [mW] | total [mW] | switching (mW) |
|---|---|---|---|
| sequential | 0 | 0 | 0 |
| clock | 0 | 0 | 0 |
| combinational | 0.126 | 0.219 | 0.0938 |
==> worst max-delay path: stages <==
cell and delay (ps):
buf_12 90, inv_6 30, ha_4 140, nor2b_4 110, a211oi_2 180, buf_4 140
nor2_1 40, buf_2 120
==> cells in the mapped netlist, drive strengths merged <==
cell,count,area [µm²]
nor2,11,41.3
ha,5,62.6
inv,5,18.8
a21oi,4,20.0
buf,3,23.8
a31oi,2,12.5
nand2b,2,12.5
o21ai,2,10.0
a211oi,1,12.5
conb,1,3.75
nor2b,1,8.76
nor3b,1,7.51
xnor2,1,8.76
==> area by class of cell <==
class | count | area [µm²] | area share, %
inverter | 5 | 23.8 | 3.73
timing repair buffer | 29 | 241 | 37.9
multi-input combinational | 31 | 314 | 49.3
tap | 46 | 57.6 | 9.04
==> layout by cell type, fill, tap and decap left out <==
cell type,instances
clkdlybuf4s15_1,1
nand2b_1,1
a31oi_4,1
a21oi_2,2
a31oi_1,1
dlygate4sd2_1,2
inv_6,1
nor2_2,2
nor2b_4,1
buf_6,4
buf_2,8
xnor2_1,1
conb_1,1
inv_2,2
nand2b_4,1
o21ai_1,1
ha_4,4
a21oi_1,2
a211oi_2,1
nor2_4,1
buf_4,9
ha_1,1
buf_12,2
nor3b_2,1
clkbuf_2,2
o21ai_4,1
nor2_1,8
clkdlybuf4s15_2,1
inv_1,2
==> repair_timing <==
action,4_1_cts,5_1_grt
hold buffers,0,0
pin swaps,11,7
gates cloned,0,0
endpoints found under the setup margin,10,9
gates resized,66,27
setup buffers,3,2
Power and IR drop assume default switching activity.
