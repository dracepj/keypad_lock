<file path="/design/flow/run.sh">
#!/bin/bash
# OpenROAD 26Q1-2900-gdf79404cd8, Yosys 0.63+post, stock flow scripts
make -C /OpenROAD-flow-scripts/flow DESIGN_CONFIG=/design/flow/config.mk WORK_HOME=/design/flow/orfs finish
</file>
<file path="/design/flow/constraint.sdc">
current_design decoder_OSU

set clk_period 4.4
set clk_io_pct 0.2

create_clock -name clk0 -period $clk_period [get_ports {clk}]

set non_clock_inputs [all_inputs -no_clocks]
set_input_delay [expr $clk_period * $clk_io_pct] -clock clk0 $non_clock_inputs
set_output_delay [expr $clk_period * $clk_io_pct] -clock clk0 [all_outputs]
</file>
<file path="/design/flow/config.mk">
export PLATFORM = sky130hd
export DESIGN_NAME = decoder_OSU
export DESIGN_NICKNAME = decoder_OSU
export VERILOG_FILES = /design/flow/design.v
export SDC_FILE = /design/flow/constraint.sdc
export NUM_CORES = 4
export LEC_CHECK = 1
export CORE_UTILIZATION = 50
</file>
<file path="/design/flow/design.v">
`timescale 1ns / 1ps
module decoder_OSU(
  input clk,
  input reset,
  input [3:0] Row,
  input lock_button,
  output reg [3:0] Col,
  output reg [3:0] DecodeOut,
  output reg [15:0] state_led,
  output reg [3:0] pass_signal,
  output reg [2:0]  press_count_out
); 
  reg [19:0] divider;
  reg [15:0] pass = 16'b0001000100010001;  
  reg [15:0] pass_buffer;
  reg [2:0]  press_count;
  reg [2:0]  state = 3'b000;
  reg [3:0]  decode_buffer;
  reg [31:0] delay_clk;
  always @(posedge reset or posedge clk)
    begin
      if(reset)
        begin
          divider <= 20'b00000000000000000000;
        end
      else
        divider <= divider + 1;
    end
  always @(posedge clk)
    begin
      case(state)
        3'b000:
          begin
            if(divider ==  20'b00011000011010100000)  
              Col <= 4'b0111;
            else if(divider == 20'b00011000011010101000)  
              if (Row == 4'b0111)
                begin
						  decode_buffer <= 4'b0001;  
						  pass_buffer <= {pass_buffer, 4'b0001};
						  state = 3'b001;
                end
            else if(Row == 4'b1011)
                begin
                        decode_buffer = 4'b0100;   
                        pass_buffer <= {pass_buffer, 4'b0100};
                        state = 3'b001;
                end  
            else if(Row == 4'b1101)
            begin
                          decode_buffer = 4'b0111; 
                          pass_buffer <= {pass_buffer, 4'b0111};
                          state = 3'b001;
            end  
            else if(Row == 4'b1110) 
            begin
                          decode_buffer = 4'b0000;   
                          pass_buffer <= {pass_buffer, 4'b0000};
                          state = 3'b001;
            end
            if(divider ==  20'b00110000110101000000)  
              Col <= 4'b1011;
            else if(divider == 20'b00110000110101001000)  
              begin 
                if (Row == 4'b0111)
                  begin
                              decode_buffer = 4'b0010;   
                              pass_buffer <= {pass_buffer, 4'b0010};
                              state = 3'b001;
                            end  
                else if(Row == 4'b1011)  
                  begin
                              decode_buffer = 4'b0101;   
                              pass_buffer <= {pass_buffer, 4'b0101};
                              state = 3'b001;
                            end  
                else if(Row == 4'b1101)
                  begin
                              decode_buffer = 4'b1000;   
                              pass_buffer <= {pass_buffer, 4'b1000};
                              state = 3'b001;
                            end
                else if(Row == 4'b1110)
                  DecodeOut <= 4'b1010;  
              end
            if(divider ==  20'b01100001101010000000)  
              Col <= 4'b1101;
            else if(divider == 20'b01100001101010001000)  
              begin 
                if (Row == 4'b0111)
                  begin
                              decode_buffer = 4'b0011;   
                              pass_buffer <= {pass_buffer, 4'b0011};
                              state = 3'b001;
                            end  
                else if(Row == 4'b1011)  
                  begin
                              decode_buffer = 4'b0110;   
                              pass_buffer <= {pass_buffer, 4'b0110};
                              state = 3'b001;
                            end  
                else if(Row == 4'b1101)
                  begin
                              decode_buffer = 4'b1001;   
                              pass_buffer <= {pass_buffer, 4'b1001};
                              state = 3'b001;
                            end   
                else if(Row == 4'b1110)
                  DecodeOut <= 4'b1010;
              end
            if(divider ==  20'b11000011010100000000)  
              Col <= 4'b1110;
            else if(divider == 20'b11000011010100001000)  
              begin 
                if (Row == 4'b0111)
                  DecodeOut <= 4'b1010;  
                else if(Row == 4'b1011)  
                  DecodeOut <= 4'b1010;  
                else if(Row == 4'b1101)
                  DecodeOut <= 4'b1010;   
                else if(Row == 4'b1110)      
                  DecodeOut <= 4'b1010;   
              end  
          end
        3'b001:
          begin
		      if(delay_clk[31:0] == 32'd30000000)
			  begin
			    state_led <= 16'b0000000000000011;
				DecodeOut <= decode_buffer;
				delay_clk <= 32'd0;
				press_count = press_count + 1'b1;
				press_count_out <= press_count;
				if(press_count[2:0] == 3'd4)
                    begin
                        press_count <= 3'd0;
                        state <= 3'b010;
                    end
				else
				    state <= 3'b000;
 			  end
			  else
			  delay_clk = delay_clk + 1'b1;
	       end
		3'b010:
            begin
                if(pass_buffer == pass)
                begin
                    state <= 3'b011;
                end
                else
                    state <= 3'b000;
                    DecodeOut <= 4'b1010;
            end
          3'b011:  
          begin
            state_led <= 16'b1111111111111111;
            pass_signal <= 4'b0001;
            if(lock_button)
                state <= 3'b100;
          end
          3'b100:
          begin
            pass_signal <= 4'b0010;
                state <= 3'b000;
          end
      endcase
    end
endmodule
</file>
==> flow_metrics.tcl <==
# place-and-route summary
set metrics [dict create \
    whs_path_depth 1 \
    worst_path_dominant_cell_family "buffers and inverters" \
    wl_per_cell_um 15.8 \
    worstHoldPathType "flip-flop to flip-flop" \
    setup_slack_ns 1.40 \
    final_cells 580 \
    worstReg2RegStart "divider[10]" \
    p_leak_nw 2.14 \
    period_used_share 0.681 \
    cp_slowest_stage_delay_ns 0.68 \
    clkTransAtPathRegs_ns 0.09 \
    yosysUniqueCellTypes 63 \
    grt_setup_unrepaired "no" \
    firstDrtPassIters 4 \
    avgSynthCellArea_sq_um 11.9 \
    finClkSkew_ns 0.0180 \
    dp_slack_ns 1.05 \
    mi_logic_area_sq_um 2130 \
    grtUsageTotal 0.199 \
    viasPerCell 5.61 \
    cts_tree "yes" \
    ys_async_sr_fraction 0.217 \
    crit_path_end_kind "flip-flop" \
    maxCapViolCount 0 \
    ant_nets 0 \
    antenna_found_initial 0 \
    drc_errors 0 \
    cts_hold_buf 0 \
    critPathBufInv 2 \
    post-route-min-period_ns 3.00 \
    hold_viol 0 \
    cpMaxStageDelayCell "clkdlybuf4s50_1" \
    edf_count 72 \
    rows 36 \
    path_max_fanout 14 \
    syn_area_sq_um 5060 \
    hold_slack_ns 0.465 \
    status "finished clean" \
    first_global_vias 3113 \
    drive_above_1_share 0.112 \
    setup_viol_count_final 0 \
    drtIter0Drc 97 \
    tightest_slew_ns 0.774 \
    core_area_sq_um 9770 \
    grt_overflow_total 0 \
    io_pins 38 \
    fill_cells 819 \
    ys_seq_frac 0.526 \
    reg2reg_depth 5 \
    crit_arrival_ns 3.11 \
    hpwl_um 6360 \
    dieArea_sq_um 10500 \
    cts-htree-levels 3 \
    synth_top_flop_cell "edfxtp_1" \
    clock-sinks 92 \
    worstReg2RegEnd "pass_buffer[6]" \
    cts_root_buffer "clkbuf_8" \
    slew_violations 0 \
    vias 3251 \
    ctsResizeCount 0 \
    cts_setup_buffers 0 \
    yosys_area_sq_um 5060 \
    io_buffers 33 \
    numSynthFlops 92 \
    vdd_drop_max_mv 0.256 \
    clk_path_buf_depth 2 \
    ys_warn_count 1 \
    hold_end "divider[0]" \
    final_util 0.569 \
    setup_tns_ns 0 \
    relSlewSlack 0.483 \
    startpoint_type "primary input" \
    placedCellCount 564 \
    wirelength_um 9140 \
    cp.required_ns 4.52 \
    ys_cells 425 \
    gp_congestion 0.873 \
    cts_buffers 9 \
    grt_max_degree 23 \
    crit_chain "clkdlybuf4s50_1 -> and4b_1 -> a211o_1 -> inv_1 -> o21ai_4 -> mux2_2" \
    warnings 28 \
    initCoreUtil 0.518 \
    die_y_um 103 \
    clkLatencyLatePin_ns 0.37 \
    p_per_area_nw_per_um2 278 \
    num_antenna_cells 0 \
    ff_latch_area_sq_um 2660 \
    hp-start "divider[0]" \
    syn_to_final_growth_pct 9.88 \
    grt_pass1_wl_um 15400 \
    syn_inst 425 \
    die_w_um 103 \
    path_class "primary input to flip-flop" \
    fmax_ghz 0.334 \
    rrSetupSlack_ns 1.95 \
]
==> how the worst max path moves through the flow <==
stage,slack (ns),from,depth (start not counted),end
CTS,1.44,Row[3],6,pass_buffer[4]
global route,1.27,Row[3],6,pass_buffer[5]
finish,1.40,Row[3],6,pass_buffer[6]
==> report_power, final <==
group          internal, mW  switching [mW]
clock                 0.269           0.319
combinational        0.0125          0.0173
sequential            0.929         0.00235
==> cells by family after synthesis <==
| group | after synthesis | synth area share |
|---|---|---|
| AND/OR/NAND/NOR | 168 | 0.207 |
| XOR/XNOR | 53 | 0.0917 |
| adder cells (fa/ha/maj) | 6 | 0.0148 |
| AND-OR/OR-AND | 46 | 0.0712 |
| other | 2 | 0.00148 |
| multiplexers | 12 | 0.0326 |
| buffers and inverters | 46 | 0.0558 |
| flip-flops | 92 | 0.526 |
==> state kept, by name, indices dropped and copies added (netlist names) <==
signal and flops:
pass_signal 2, pass_buffer 16, Col 4, DecodeOut 4, state 3, decode_buffer 4, delay_clk 32, press_count 3
state_led 1, press_count_out 3, divider 20
==> per-layer routing <==
layer,track usage,vias to the layer above,share of wire
met4,0.0308,0,0.017
met5,0,-,0
met1,0.338,1567,0.48
met3,0.0365,12,0.047
li1,-,1596,-
met2,0.295,76,0.45
==> stage by stage <==
stage | power (mW) | instance area (sq um)
floorplan | 0.974 | 5070
global placement | 0.980 | 5370
detailed placement | 0.981 | 5370
CTS | 1.57 | 5570
global route | 1.61 | 5570
finish | 1.55 | 5570
==> placed cells by master, fill, tap and decap left out, drive strengths merged, types with 6 or more instances in the layout <==
master / instances
clkbuf: 10
and3: 9
clkdlybuf4s50: 33
xnor2: 28
nor4: 10
dfrtp: 20
nor2: 31
ha: 6
nand2: 25
mux2: 12
nand3: 23
inv: 17
o21ai: 7
edfxtp: 72
nand4: 20
a21oi: 7
and4: 8
xor2: 25
and2: 7
==> Yosys cell counts (5+ instances only) <==
cell      instances  area [sq um]
a21oi_1           7          35.0
and2_1            7          43.8
and3_1            9          56.3
and4_1            8          70.1
buf_2             5          25.0
buf_4            17           128
clkbuf_1          5          18.8
dfrtp_1          20           500
edfxtp_1         72          2160
ha_1              6          75.1
inv_1            14          52.6
mux2_4            8           120
nand2_1          25          93.8
nand3_1          23           115
nand4_1          19           119
nor2_1           31           116
nor4_1            5          31.3
nor4b_1           5          43.8
o21ai_0           6          30.0
xnor2_1          28           245
xor2_1           25           219
==> worst reg2reg max path, stage by stage, from the launching register on <==
cell and delay, ns:
dfrtp_1 0.48, nor4b_1 0.51, and4_1 0.42, o221ai_4 0.16, o21ai_4 0.25, mux2_2 0.41
==> final cells by class <==
type,instances,area share
flip-flops and latches,92,0.478
multi-input cells,289,0.383
repair buffers,36,0.0634
well taps,133,0.0299
clock buffers,10,0.0229
clock inverters,6,0.0128
inverters,14,0.00944
Power is estimated from default activity; no workload was simulated.
